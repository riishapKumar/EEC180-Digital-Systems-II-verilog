==> flow/design.v <==
module mac(inA, inB, macc_clear, clk, macc_out);
	input	signed	[7:0]		inA, inB;
	input 						macc_clear, clk;
	reg signed	[18:0]			out, Product;
	output reg signed	[18:0]	macc_out;
	initial begin
		macc_out = 0;
		out = 0;
	end 
	always @ (posedge clk) begin
		Product = inA * inB;
		if(macc_clear)
			macc_out <= Product;
		else
			macc_out <= macc_out + Product;
	end
endmodule
==> flow/run.sh <==
#!/bin/bash
# OpenROAD 26Q1-2900-gdf79404cd8, Yosys 0.63+post, stock flow scripts
make -C /OpenROAD-flow-scripts/flow DESIGN_CONFIG=/design/flow/config.mk WORK_HOME=/design/flow/orfs finish
==> flow/config.mk <==
export PLATFORM = sky130hd
export DESIGN_NAME = mac
export DESIGN_NICKNAME = mac
export VERILOG_FILES = /design/flow/design.v
export SDC_FILE = /design/flow/constraint.sdc
export NUM_CORES = 4
export LEC_CHECK = 1
export CORE_UTILIZATION = 30
==> flow/constraint.sdc <==
current_design mac

set clk_period 16.8
set clk_io_pct 0.2

create_clock -name clk0 -period $clk_period [get_ports {clk}]

set non_clock_inputs [all_inputs -no_clocks]
set_input_delay [expr $clk_period * $clk_io_pct] -clock clk0 $non_clock_inputs
set_output_delay [expr $clk_period * $clk_io_pct] -clock clk0 [all_outputs]
==> flow_summary.json <==
{
  "crit_path_cell_trace": "clkdlybuf4s50_1 > nand2b_1 > fa_1 > fa_1 > inv_1 > fa_1 > inv_1 > fa_1 > inv_1 > ha_1 > o21ai_1 > nor2_1 > o2111ai_2 > a31oi_1 > a21o_1 > a21oi_2 > xnor2_1 > ha_1 > a211o_1 > o32a_2 > a31oi_1 > mux2i_1 > xnor2_1",
  "top_layer_used": "met4",
  "maxSlewViolCount": 0,
  "finalCritPeriodShare_pct": 57.2,
  "drtPass1Iterations": 4,
  "largest_reg_flops": 19,
  "route.vias.total": 2941,
  "cp-end-kind": "register",
  "synth-edff-count": 0,
  "yosys.area.top_type_share_pct": 28.6,
  "die_h_um": 116,
  "simple_gate_share_pct": 15.2,
  "ys_top_logic_family": "adder cells",
  "r2r_slack_ns": 13.95,
  "crit_start": "inB[7]",
  "layout-drive-gt1-share_pct": 3.32,
  "slowest_delay_ns": 0.67,
  "place_congestion": 0.807,
  "setup_ws_ns": 7.19,
  "yosysWarningCount": 1,
  "area_growth_pct": 16.4,
  "crit_family": "adder cells",
  "ys_seq_share_pct": 9.69,
  "mux_area_share_pct": 1.69,
  "ant_nets": 0,
  "grt_max_degree": 37,
  "hold_violations": 0,
  "syn-cell-area_um2": 3920,
  "cts.clk_slew.worst_paths_ns": 0.06,
  "synth-xor-area-share_pct": 6.70,
  "crit_required_ns": 16.92,
  "lay_top_cells": "inv_1, fa_1, ha_1",
  "hold_class": "register to register",
  "synth.largest_area_cell": "fa_1",
  "rows": 41,
  "cts_tree": "done",
  "fmaxAchievable_ghz": 0.104,
  "ys_area_um2": 3920,
  "top_regs": "macc_out x19",
  "worstReg2RegStart": "macc_out[0]",
  "place_hpwl_um": 6330,
  "yosysCellCount": 446,
  "met2_length_um": 3800,
  "insertion_delay_ns": 0.25,
  "fa_ha_area_share_pct": 44.2,
  "cts_made_buffers": 3,
  "layout_top_cell": "inv_1",
  "num_antenna_cells": 0,
  "rsz0062_at_grt": "no",
  "setup_tns_ns": 0,
  "worstMarginPinSlew_ns": 0.614,
  "synth_cells": 446,
  "syn_avg_cell_area_um2": 8.80,
  "clock-sinks": 19,
  "cts_resized": 0,
  "antenna_found_initial": 0,
  "top_register": "macc_out",
  "drc": 0,
  "fin_skew_ns": 0.00315,
  "stdcell_count": 654,
  "synth_top_flop_cell": "dfxtp_1",
  "cts_buffer_depth": 2,
  "r2r-end": "macc_out[18]",
  "setup_violations": 0,
  "met3_length_um": 124,
  "crit_arrival_ns": 9.73,
  "area_leaders": "fa_1, ha_1, dfxtp_1",
  "worst-path-stages": 23,
  "worst-path-buf-inv": 4,
  "grt_pass1_vias": 2784,
  "drt-initial-drc-count": 109,
  "io_pins": 37,
  "drv_cap": 0,
  "core_area_um2": 12700,
  "cp_common_cell": "fa_1",
  "viasPerCell": 4.50,
  "cts-htree-levels": 1,
  "criticalPathCategory": "primary input to register",
  "gr-usage-all-layers_pct": 12.1,
  "ys_ff": 19,
  "clock_tree.root_cell": "clkbuf_16",
  "initCoreUtil_pct": 31.0,
  "post_cts_buffers": 0,
  "placed_cells": 650,
  "reg2reg_depth": 10,
  "critical_path.slowest_cell": "clkdlybuf4s50_1",
  "dieArea_um2": 13500,
  "die_w_um": 116,
  "wirelength_um": 7360,
  "numPortBuffers": 36,
  "relSlewSlack_pct": 58.8,
  "status": "completed",
  "cts_hold_buf": 0,
  "drt-wirelength-per-cell_um": 11.3,
  "routedLengthMet1_um": 3400,
  "warning_count": 27,
  "ys_types": 43,
  "cp-start-kind": "primary input",
  "grt_pass1_wl_um": 12800,
  "post-place-ws_ns": 6.88,
  "aoi_share_pct": 13.3,
  "critPathMaxFanout": 9,
  "async_flop_share_pct": 0,
  "overflow": 0,
  "crit_path_end": "macc_out[18]",
  "period_needed_ns": 9.61
}
-- synthesized netlist by cell type, types with 2 or more instances --
master and count:
o21ai_0 17, o21a_1 8, nand2_1 33, nor2_1 14, nor3_1 4, ha_1 49, xor2_1 10, a21oi_1 13
inv_1 91, dfxtp_1 19, fa_1 56, a31oi_1 3, mux2_2 5, clkbuf_1 5, o31ai_1 2, xnor2_1 20
nor4_1 3, a21o_1 9, and2_1 45, nor2b_1 8, a211oi_1 6, nand2b_1 4, a211oi_2 2
-- worst min-delay path by stage --
stage                start            to  cells after the start
CTS           macc_out[18]  macc_out[18]                      3
global route   macc_out[0]   macc_out[0]                      2
finish        macc_out[18]  macc_out[18]                      3
-- worst reg2reg max path, cell delays in order, from the launching register on --
cell and delay [ns]:
dfxtp_1 0.33, ha_1 0.24, fa_1 0.44, a211oi_1 0.26, o21a_1 0.22, a221o_2 0.22, a31oi_2 0.13, o32a_2 0.37
a31oi_1 0.22, mux2i_1 0.24, xnor2_1 0.08
-- through the flow --
stage,util (%),cell area [um^2],hold slack [ns]
2_1_floorplan,-,3920,0.557
3_3_place_gp,35.4,4490,0.611
3_5_place_dp,35.4,4490,0.640
4_1_cts,36.0,4570,0.657
5_1_grt,36.0,4570,0.696
6_report,36.0,4570,0.640
-- kinds of logic (layout without fill, tap and decap cells) --
family          after synthesis  in the layout
xor+xnor                     30             30
mux                           6              6
compound gates               75             75
buf+inv                      96            132
simple gates                115            115
flops                        19             19
fa+ha+maj                   105            105
-- layout make-up --
class | instances | area [um^2]
repair buffers | 37 | 368
fillers | 1267 | 8100
clock buffers | 4 | 78.8
well taps | 172 | 215
inverters | 91 | 342
flip-flops and latches | 19 | 380
multi-input cells | 331 | 3180
-- layer usage --
| layer | global-route usage [%] | vias up |
|---|---|---|
| met5 | 0 | - |
| met4 | 0.342 | 0 |
| met3 | 1.32 | 2 |
| met2 | 20.5 | 19 |
| met1 | 18.2 | 1417 |
| li1 | - | 1503 |
