`flow/constraint.sdc`:
```
current_design top

set clk_period 1.6
set clk_io_pct 0.2

create_clock -name clk0 -period $clk_period

set non_clock_inputs [all_inputs -no_clocks]
set_input_delay [expr $clk_period * $clk_io_pct] -clock clk0 $non_clock_inputs
set_output_delay [expr $clk_period * $clk_io_pct] -clock clk0 [all_outputs]
```
`flow/config.mk`:
```
export PLATFORM = sky130hd
export DESIGN_NAME = top
export DESIGN_NICKNAME = top
export VERILOG_FILES = /design/flow/design.v
export SDC_FILE = /design/flow/constraint.sdc
export NUM_CORES = 4
export LEC_CHECK = 1
export CORE_AREA = 10 10 70 70
export DIE_AREA = 0 0 80 80
```
`flow/run.sh`:
```
#!/bin/bash
# OpenROAD 26Q1-2900-gdf79404cd8, Yosys 0.63+post, stock flow scripts
make -C /OpenROAD-flow-scripts/flow DESIGN_CONFIG=/design/flow/config.mk WORK_HOME=/design/flow/orfs finish
```
`flow/design.v`:
```
module add4bit(
	input [3:0] a, 
	input [3:0] b, 
	input      ci,
	output [3:0] s,
	output co
);
wire [2:0] carry;
fa fa0(
 .a(a[0]),
 .b(b[0]),
 .ci(ci),
 .s(s[0]),
 .co(carry[0])
 );
fa fa1(
 .a(a[1]),
 .b(b[1]),
 .ci(carry[0]),
 .s(s[1]),
 .co(carry[1])
 );
fa fa2(
 .a(a[2]),
 .b(b[2]),
 .ci(carry[1]),
 .s(s[2]),
 .co(carry[2])
 );
fa fa3(
 .a(a[3]),
 .b(b[3]),
 .ci(carry[2]),
 .s(s[3]),
 .co(co)
 );
endmodule
module fa(
	input 		     a,
	input				  b,
	input				  ci,
	output			  s,
	output			  co
);
assign s = a ^ b ^ ci;
assign co = (a&b) | (a&ci) | (b&ci);
endmodule
module seg7(
	input				  [3:0]		bit4,
	output reg	 	  [7:0]		HEXOUT
);
always @(*)
begin
	case (bit4)
	4'b0000 : HEXOUT = 8'b11000000;
	4'b0001 : HEXOUT = 8'b11111001;
	4'b0010 : HEXOUT = 8'b10100100;
	4'b0011 : HEXOUT = 8'b10110000;
	4'b0100 : HEXOUT = 8'b10011001;
	4'b0101 : HEXOUT = 8'b10010010;
	4'b0110 : HEXOUT = 8'b10000010;
	4'b0111 : HEXOUT = 8'b11111000;
	4'b1000 : HEXOUT = 8'b10000000;
	4'b1001 : HEXOUT = 8'b10011000;
	4'b1010 : HEXOUT = 8'b10001000;
	4'b1011 : HEXOUT = 8'b10000011;
	4'b1100 : HEXOUT = 8'b11000110;
	4'b1101 : HEXOUT = 8'b10100001;
	4'b1110 : HEXOUT = 8'b10000110;
	4'b1111 : HEXOUT = 8'b10001110;
	endcase
end
endmodule
module top(
	input 		          		ADC_CLK_10,
	input 		          		MAX10_CLK1_50,
	input 		          		MAX10_CLK2_50,
	output		     [7:0]		HEX0,
	output		     [7:0]		HEX1,
	output		     [7:0]		HEX2,
	output		     [7:0]		HEX3,
	output		     [7:0]		HEX4,
	output		     [7:0]		HEX5,
	input 		     [1:0]		KEY,
	output		     [9:0]		LEDR,
	input 		     [9:0]		SW,
	output			  [1:0]     coo
);
wire [3:0] sumWire, sumWire1;
add4bit bit4_0(
 .a(SW),
 .b(4'b0000),
 .ci(1'b0),
 .s(sumWire),
 .co(coo[0])
 );
add4bit bit4_1(
 .a(SW),
 .b(4'b0001),
 .ci(1'b0),
 .s(sumWire1),
 .co(coo[1])
 );
 seg7 u_0(
 .bit4(sumWire),
 .HEXOUT(HEX0)
 );
 seg7 u_1(
 .bit4(sumWire1),
 .HEXOUT(HEX1)
 );
 seg7 u_2(
 .bit4(HEX4)
 );
 assign LEDR[0] = (sumWire);
 assign LEDR[1] = (sumWire1);
 assign HEX2 = 8'b11111111;
 assign HEX3 = 8'b11111111;
 assign HEX5 = 8'b11111111;
endmodule
```
==> notes.md <==
Notes on the physical design

Counting the warning lines in the Yosys log gives 20. The flow ran to the end, but the final reports show violations. The layout sequential cell count is 0. Routed signal wires occupy layers up through met3. The main area contributors are sky130_fd_sc_hd__buf_4 42%, sky130_fd_sc_hd__ha_1 16%, sky130_fd_sc_hd__o21ai_0 4.2%. Across every metal layer, demand over resource in global routing totals 0.0663. After routing the design area is 1290 sq um. The final reports fail on negative setup slack. The kind of cell adding the most delay to the critical path is adder cells. The routed length per placed instance is 12.2 um. The floorplan die height is 80 um. The analysis attributes to cell leakage a power of 0.659 nW. The layout has 349 filler cells. In the floorplan report the effective utilization is 0.244. The max-capacitance violation count is 0. Per the final report, max-transition violations number 0.

The count of inserted antenna diode cells is 0. The post-layout period usage of the worst path is 1.23. The final-layout setup total negative slack is -2.54 ns. In the per-layer summary, the met1 wirelength comes to 1120 um. The initial antenna violation count is 0. The commonest cells after synthesis are 47 x sky130_fd_sc_hd__buf_4, 11 x sky130_fd_sc_hd__ha_1, 7 x sky130_fd_sc_hd__inv_1, 7 x sky130_fd_sc_hd__o21ai_0.

Once detail routing completed, the nets flagged for antenna violations numbered 0. The detailed router reports a met2 wire length of 1210 um. The data arrival time reported for the critical path is 1.65 ns. The highest attainable clock frequency is 507 MHz. Per the layout area report, the register area comes to 0 sq um.

Counting I/O delays and the setup requirement, the final critical path takes 1.97 ns. The detailed router placed 785 vias in this run. In the post-synthesis netlist, the cell with the most instances is sky130_fd_sc_hd__buf_4.

The global route total overflow is 0. The worst setup path is launched from an input port. Dividing the detail-routed via count by the number of cells gives 3.89. The share of the Yosys chip area taken by registers is 0. The timing report lists the critical path depth as 10 cells. The horizontal die dimension reported for this design is 80 um.

The post-detailed-placement half-perimeter wirelength is 1910 um. The maximum fanout count along the critical path is 3. The total cells reported by yosys after synthesis is 116. The cell taking the most area after synthesis is sky130_fd_sc_hd__buf_4. According to the I/O placement log, the pin count is 75. In this run the layout overhead on the synthesized area is reported as 54.3%. In this run the cell area of the synthesized design comes to 835 sq um. The total area inside the core boundary comes to 3420 sq um. The number of buffers added on ports is 21.

The first element of the critical path is SW[0]. The final hold violation count is 0. In this run the full chip footprint comes out at 6400 sq um. The critical path data required time is 1.28 ns. The cell area after placement is 1050 sq um.

The destination of the critical timing path is HEX1[0]. The element type at the critical path end is a primary output. The number of warnings reported in the stage logs is 53. The synthesized netlist handed to floorplanning was reported with a cell count of 116. The setup slack of the critical path after layout is -0.373 ns. The hold buffer count at CTS is 0. The placer congestion estimate is 0.807. The total length of routed met3 wires is 135 um. The maximum number of pins on one net before global-route repair is 15. The number of distinct library cells after synthesis is 27. In the log, the iteration count for the first detailed-route pass is 4. The area fraction of the largest cell type after synthesis is 0.423. Setup repair after global routing could not meet its margin everywhere.

In the final layout, the share of cells above drive strength 1 is 0.436. The final worst hold slack is 1.12 ns. The chip area line of the yosys report is 835 sq um.

The number of setup violations in the final report is 9. The kind of path behind the tightest hold check is input port to primary output. The row count is 21. The power density normalized to cell area is 272 nW/um^2.

The maximum ir drop on the vdd rail is 0.0600 mV. In the routed design, unresolved DRC markers number 0. The number of global-route vias before repair came to 798. The mean area per synthesized cell is 7.19 sq um. Per the layout report, the design carries 0 clock buffers. Together, buffers and inverters on the worst path number 4. The first global-routing pass estimated 3660 um of wire.

The largest single stage delay on the critical path is 0.30 ns. Timing analysis after detailed placement gives a worst setup slack of -1.14 ns. The most numerous cell on the critical path is sky130_fd_sc_hd__ha_4. The final wirelength is 2460 um. The detailed router's first-iteration violation count is 62. The slowest stage of the critical path is the sky130_fd_sc_hd__ha_4 cell.

The cell sequence reported for the critical path is buf_8 -> ha_4 -> ha_4 -> ha_4 -> buf_12 -> nor2b_4 -> buf_6 -> a32oi_1 -> o21ai_1 -> buf_2. For this run, the share of the core covered by cells in the final layout is 0.377. The worst setup path category is input port to primary output.
-- layer usage --
metal | track usage | up-vias
li1 | - | 388
met1 | 0.0870 | 359
met2 | 0.117 | 38
met3 | 0.0102 | 0
met4 | 0 | 0
met5 | 0 | -
-- through the flow --
stage,cells,total power [W]
floorplan,157,0.000194
global placement,192,0.000288
detailed placement,192,0.000287
CTS,199,0.000327
global route,202,0.000390
finish,202,0.000350
-- cells by family after synthesis --
logic type                 after synthesis  share of synthesized area
muxes                                    4                     0.0495
buffers and inverters                   56                      0.474
and+or+nand+nor                         18                      0.111
AOI/OAI and AO/OA                       25                      0.192
adders and majority gates               11                      0.165
other                                    2                    0.00900
-- cell usage in the layout, fill, tap and decap left out, drive strengths merged, types with 2 or more instances in the layout --
master,synthesis,final
nand3,3,3
a211oi,3,3
conb,2,43
o21ai,8,8
nor2b,2,2
mux2i,3,3
dlymetal6s2s,0,3
nor2,4,4
inv,7,7
nand2,6,6
a21oi,6,6
buf,49,38
o31ai,2,2
clkdlybuf4s50,0,3
dlygate4sd2,0,2
clkbuf,0,2
ha,11,11
-- worst min path at each step --
stage | startpoint | to | slack, ns | cells past startpoint
after CTS | SW[0] | HEX1[1] | 1.14 | 5
after global routing | SW[2] | HEX0[2] | 1.20 | 5
final | SW[1] | HEX1[1] | 1.12 | 5
-- layout make-up --
type	instances	area, sq um	share of cell area
inverter	7	38.8	0.0301
timing repair buffer	48	434	0.337
tap	46	57.6	0.0447
multi-input combinational	101	757	0.588
-- power by group --
part	total, W	internal, W	switching [W]
Combinational	0.000350	0.000198	0.000151
Sequential	0	0	0
Clock	0	0	0
Total	0.000350	0.000198	0.000151
-- repair_timing --
action                     4_1_cts  5_1_grt
setup endpoints to repair       17       15
pin swaps                        8        8
setup buffers                    7        3
resized                         73       31
Power and IR drop assume default switching activity.
