File: ./config.mk
export PLATFORM = sky130hd
export DESIGN_NAME = eightBuffer
export DESIGN_NICKNAME = eightBuffer
export VERILOG_FILES = /design/flow/design.v
export SDC_FILE = /design/flow/constraint.sdc
export NUM_CORES = 4
export LEC_CHECK = 1
export CORE_UTILIZATION = 50
File: ./constraint.sdc
current_design eightBuffer

set clk_period 3.7
set clk_io_pct 0.2

create_clock -name clk0 -period $clk_period [get_ports {clk}]

set non_clock_inputs [all_inputs -no_clocks]
set_input_delay [expr $clk_period * $clk_io_pct] -clock clk0 $non_clock_inputs
set_output_delay [expr $clk_period * $clk_io_pct] -clock clk0 [all_outputs]
File: ./design.v
module dff(D, clk, Q);
	input 		[18:0]		D;
	input							clk;
	output reg	[18:0]		Q;
	always @ (posedge clk)
	begin
		Q <= D;
	end
endmodule
module eightBuffer(mac_in_7, mac_in_6, mac_in_5, mac_in_4, mac_in_3, mac_in_2, mac_in_1, mac_in_0, clk, clock_count, out);
	input				[18:0]			mac_in_7, mac_in_6, mac_in_5, mac_in_4, mac_in_3, mac_in_2, mac_in_1, mac_in_0;
	input				[10:0]			clock_count;
	input									clk;
	output reg		[18:0]			out;
	wire				[18:0]			ff_7_6_out, ff_7_5_out, ff_7_4_out, ff_7_3_out, ff_7_2_out, ff_7_1_out, ff_7_0_out, 
											ff_6_5_out, ff_6_4_out, ff_6_3_out, ff_6_2_out, ff_6_1_out, ff_6_0_out, 
											ff_5_4_out, ff_5_3_out, ff_5_2_out, ff_5_1_out, ff_5_0_out, 
											ff_4_3_out, ff_4_2_out, ff_4_1_out, ff_4_0_out, 
											ff_3_2_out, ff_3_1_out, ff_3_0_out, 
											ff_2_1_out, ff_2_0_out, 
											ff_1_0_out;
	wire				[18:0]			out_b_sr3, out_b_sr7, out_b_sr6, out_b_sr5, out_b_sr4, out_b_sr2, out_b_sr1, out_b_sr0;
	sr_7 sr_7_dff_1(mac_in_7, ff_7_6_out, ff_7_5_out, ff_7_4_out, ff_7_3_out, ff_7_2_out, ff_7_1_out, ff_7_0_out, clk, out_b_sr7);
	sr_6 sr_6_dff_1(mac_in_6, ff_6_5_out, ff_6_4_out, ff_6_3_out, ff_6_2_out, ff_6_1_out, ff_6_0_out, clk, out_b_sr6);
	sr_5  sr_5_dff_1(mac_in_5, ff_5_4_out, ff_5_3_out, ff_5_2_out, ff_5_1_out, ff_5_0_out, clk, out_b_sr5);
	sr_4  sr_4_dff_1(mac_in_4, ff_4_3_out, ff_4_2_out, ff_4_1_out, ff_4_0_out, clk, out_b_sr4);
	sr_3  sr_3_dff_1(mac_in_3, ff_3_2_out, ff_3_1_out, ff_3_0_out, clk, out_b_sr3); 
	sr_2 sr_2_dff_1(mac_in_2, ff_2_1_out, ff_2_0_out,clk, out_b_sr2);
	dff			bufferdff_1_0(mac_in_1, clk, ff_1_0_out);
	always @(posedge clk)
	begin
		if (((clock_count - 2) % 8 == 0) & clock_count > 2)
		begin
			out = mac_in_0;
		end
		else if (((clock_count - 3) % 8 == 0) & clock_count > 2)
		begin
			out = ff_1_0_out;
		end
		else if (((clock_count - 4) % 8 == 0) & clock_count > 2)
		begin
			out = ff_2_0_out;
		end
		else if (((clock_count - 5) % 8 == 0) & clock_count > 2)
		begin
			out = out_b_sr3;
		end
		else if (((clock_count - 6) % 8 == 0) & clock_count > 2)
		begin
			out = out_b_sr4;
		end
		else if (((clock_count - 7) % 8 == 0) & clock_count > 2)
		begin
			out = out_b_sr5;
		end
		else if (((clock_count - 0) % 8 == 0) & clock_count > 2)
		begin
			out = out_b_sr6;
		end
		else if (((clock_count - 1) % 8 == 0) & clock_count > 2)
		begin
			out = out_b_sr7;
		end
	end
endmodule
module sr_2 (mac_in_2, ff_2_1_out, ff_2_0_out,clk, out_2);
	input				[18:0] mac_in_2;
	input 				[18:0] ff_2_1_out, ff_2_0_out;
	input				clk;
	output			[18:0]	out_2;
	dff			bufferdff_2_1(mac_in_2, clk, ff_2_1_out);
	dff			bufferdff_2_0(ff_2_1_out, clk, ff_2_0_out);
	assign out_2 = ff_2_0_out;
endmodule
module sr_3 (mac_in_3, ff_3_2_out, ff_3_1_out, ff_3_0_out, clk, out_3);
	input				[18:0] mac_in_3;
	input 				[18:0] ff_3_2_out, ff_3_1_out, ff_3_0_out;
	input				clk;
	output			[18:0]	out_3;
	dff			bufferdff_3_2(mac_in_3, clk, ff_3_2_out);
	dff			bufferdff_3_1(ff_3_2_out, clk, ff_3_1_out);
	dff			bufferdff_3_0(ff_3_1_out, clk, ff_3_0_out);
	assign out_3 = ff_3_0_out;
endmodule
module sr_4 (mac_in_4, ff_4_3_out, ff_4_2_out, ff_4_1_out, ff_4_0_out, clk, out_4);
	input				[18:0] mac_in_4;
	input 				[18:0] ff_4_3_out, ff_4_2_out, ff_4_1_out, ff_4_0_out;
	input				clk;
	output			[18:0]	out_4;
	dff       		bufferdff_4_3(mac_in_4, clk, ff_4_3_out);
	dff	   		bufferdff_4_2(ff_4_3_out, clk, ff_4_2_out);
	dff	    		bufferdff_4_1(ff_4_2_out, clk, ff_4_1_out);
	dff	   		bufferdff_4_0(ff_4_1_out, clk, ff_4_0_out);
	assign out_4 = ff_4_0_out;
endmodule
module sr_5 (mac_in_5, ff_5_4_out, ff_5_3_out, ff_5_2_out, ff_5_1_out, ff_5_0_out, clk, out_5);
	input				[18:0] mac_in_5;
	input 				[18:0] ff_5_4_out, ff_5_3_out, ff_5_2_out, ff_5_1_out, ff_5_0_out;
	input				clk;
	output			[18:0]	out_5;
	dff			bufferdff_5_4(mac_in_5, clk, ff_5_4_out);
	dff    		bufferdff_5_3(ff_5_4_out, clk, ff_5_3_out);
	dff			bufferdff_5_2(ff_5_3_out, clk, ff_5_2_out);
	dff			bufferdff_5_1(ff_5_2_out, clk, ff_5_1_out);
	dff			bufferdff_5_0(ff_5_1_out, clk, ff_5_0_out);
	assign out_5 = ff_5_0_out;
endmodule
module sr_6 (mac_in_6, ff_6_5_out, ff_6_4_out, ff_6_3_out, ff_6_2_out, ff_6_1_out, ff_6_0_out, clk, out_6);
	input				[18:0] mac_in_6;
	input 				[18:0] ff_6_5_out, ff_6_4_out, ff_6_3_out, ff_6_2_out, ff_6_1_out, ff_6_0_out;
	input				clk;
	output			[18:0]	out_6;
	dff			bufferdff_6_5(mac_in_6, clk, ff_6_5_out);
	dff			bufferdff_6_4(ff_6_5_out, clk, ff_6_4_out);
	dff			bufferdff_6_3(ff_6_4_out, clk, ff_6_3_out);
	dff			bufferdff_6_2(ff_6_3_out, clk, ff_6_2_out);
	dff			bufferdff_6_1(ff_6_2_out, clk, ff_6_1_out);
	dff			bufferdff_6_0(ff_6_1_out, clk, ff_6_0_out);
	assign out_6 = ff_6_0_out;
endmodule
module sr_7 (mac_in_7, ff_7_6_out, ff_7_5_out, ff_7_4_out, ff_7_3_out, ff_7_2_out, ff_7_1_out, ff_7_0_out, clk, out_7);
	input				[18:0] mac_in_7;
	input 				[18:0] ff_7_6_out, ff_7_5_out, ff_7_4_out, ff_7_3_out, ff_7_2_out, ff_7_1_out, ff_7_0_out;
	input				clk;
	output			[18:0]	out_7;
	dff			bufferdff_7_6(mac_in_7, clk, ff_7_6_out);
	dff			bufferdff_7_5(ff_7_6_out, clk, ff_7_5_out);
	dff		   bufferdff_7_4(ff_7_5_out, clk, ff_7_4_out);
	dff		   bufferdff_7_3(ff_7_4_out, clk, ff_7_3_out);
	dff			bufferdff_7_2(ff_7_3_out, clk, ff_7_2_out);
	dff			bufferdff_7_1(ff_7_2_out, clk, ff_7_1_out);
	dff			bufferdff_7_0(ff_7_1_out, clk, ff_7_0_out);
	assign out_7 = ff_7_0_out;
endmodule
File: ./run.sh
#!/bin/bash
# OpenROAD 26Q1-2900-gdf79404cd8, Yosys 0.63+post, stock flow scripts
make -C /OpenROAD-flow-scripts/flow DESIGN_CONFIG=/design/flow/config.mk WORK_HOME=/design/flow/orfs finish
==> flow_metrics.tcl <==
# place-and-route summary
set metrics [dict create \
    grt_pass1_wl_um 34600 \
    synth-area-yosys_um2 12800 \
    report.final.slew_viol_count 0 \
    viasPerCell 4.65 \
    powerDensity_nw_per_um2 725 \
    ir_worst_vdd_uv 420 \
    cp_top_family "buffers and inverters" \
    clk_pin_slew_ns 0.06 \
    r2r_end "out[3]" \
    synth_flop_count 551 \
    syn_inst 787 \
    finalSetupViolCount 0 \
    lay_top_cells "dfxtp_1, clkdlybuf4s50_1, clkbuf_16" \
    synth_area_um2 12800 \
    hold_viol 0 \
    rows 58 \
    final_util 0.668 \
    fin_crit_ns 2.85 \
    drcViolationCount 0 \
    p_leak_nw 6.78 \
    dr.pass1.iters 4 \
    critPathRequiredTime_ns 3.99 \
    routedWlPerCell_um 16.0 \
    pin_count 183 \
    initCoreUtil 0.508 \
    holdWs_ns 0.322 \
    endpoint_kind "flip-flop" \
    criticalPathCategory "input port to flip-flop" \
    dp_hpwl_um 13700 \
    status "completed" \
    cts_resized 0 \
    skew_ns 0.00715 \
    routed-wl-met2_um 9400 \
    path_buffers 4 \
    grt_usage 0.182 \
    tns_ns 0 \
    path_cells "clkdlybuf4s50_1 -> inv_1 -> ha_1 -> o211a_4 -> clkinv_2 -> buf_12 -> o211ai_2 -> o21ai_0 -> o21ai_1" \
    ys_warn_count 2 \
    edf_count 19 \
    arrival_ns 3.13 \
    synth.area.top_cells "dfxtp_1, edfxtp_1, nand4_1" \
    r2r_start "sr_2_dff_1.bufferdff_2_0.Q[3]" \
    slew_headroom 0.369 \
    vias 6395 \
    htreeDepth 2 \
    fin_total_pwr_mw 12.2 \
    grt_max_degree 95 \
    critPathLaunchType "input port" \
    overflow 0 \
    ys_seq_share 0.879 \
    regToRegSetupSlack_ns 2.54 \
    cpMaxStageDelayCell "clkdlybuf4s50_1" \
    hold_depth 0 \
    gp_congestion 0.893 \
    async_flop_share 0 \
    dr_wl_met3_um 2130 \
    min_to "sr_4_dff_1.bufferdff_4_1.Q[6]" \
    layout_top_cell "dfxtp_1" \
    syn_area_per_cell_um2 16.2 \
    die_area_um2 26200 \
    hold_start "sr_4_dff_1.bufferdff_4_2.Q[6]" \
    worstRegToRegCells 3 \
    dr.first_iter.drc_count 470 \
    max_freq_mhz 351 \
    synth_top_area_share 0.835 \
    cts_tree "done" \
    n_antenna_cell 0 \
    tightest_slew_ns 0.945 \
    tool_warnings 25 \
    cts_setup_buffers 0 \
    first_global_vias 6516 \
    drive_above_1_share 0.107 \
    die_h_um 162 \
    die_w_um 162 \
    core_area_um2 25100 \
    syn_to_final_growth_pct 31.4 \
    worst-path-stages 9 \
    synth_cell_types 39 \
    clkLatencyLatePin_ns 0.54 \
    top_area_cell "dfxtp_1" \
    cp_max_fo 94 \
    yosysCellCount 787 \
    rsz0062_at_grt "no" \
    cts_root_buffer "clkbuf_16" \
    met1Wirelength_um 9810 \
    antenna_found_initial 0 \
    critPathMaxStageDelay_ns 0.50 \
    finalCritPeriodShare 0.770 \
    synth_top_flop_cell "dfxtp_1" \
    antenna_left 0 \
    io_buffers 182 \
    cts_made_buffers 50 \
    dp.cells 1283 \
    routed.top_layer "met4" \
    ctsHoldBuffers 0 \
    cts_sinks 551 \
    cap_viol_max_count 0 \
    wirelength_um 22000 \
    final_cells 1375 \
    hold_path.class "flip-flop to flip-flop" \
    clock_path_buffers 3 \
]
==> worst reg2reg max path, stage by stage, from the launching register on <==
cell,delay [ns]
dfxtp_1,0.30
a32oi_1,0.19
and4_1,0.31
o21ai_0,0.10
==> through the flow <==
stage | instance area, um^2 | worst slack [ns]
finish | 16800 | 0.852
global route | 16800 | 0.683
CTS | 16800 | 0.891
detailed placement | 15000 | 0.332
global placement | 15000 | 0.465
floorplan | 12800 | 0.898
==> power breakdown <==
part / total (mW) / leakage (nW) / switching [mW] / internal, mW
Sequential: 6.41 / 4.70 / 0.0941 / 6.31
Combinational: 0.404 / 1.20 / 0.145 / 0.259
Clock: 5.34 / 0.884 / 2.03 / 3.31
Total: 12.2 / 6.78 / 2.27 / 9.88
==> layer usage <==
| layer | track usage | vias to the layer above |
|---|---|---|
| met5 | 0 | - |
| met4 | 0.0545 | 0 |
| met3 | 0.0565 | 52 |
| met2 | 0.256 | 256 |
| met1 | 0.292 | 2932 |
| li1 | - | 3155 |
==> cells by family (layout without fill, tap and decap cells) <==
group / after synthesis / in the layout / share of synthesized area
compound gates: 88 / 88 / 0.0495
buf+inv: 39 / 297 / 0.0144
simple gates: 107 / 107 / 0.0551
flops: 551 / 551 / 0.879
fa+ha+maj: 1 / 1 / 0.000980
mux: 1 / 1 / 0.000784
==> final cells by class <==
cell class | count | area (um^2)
Clock inverter | 24 | 335
Multi-Input combinational cell | 197 | 1380
Timing Repair Buffer | 195 | 1930
Clock buffer | 68 | 1450
Tap cell | 330 | 413
Fill cell | 1727 | 8340
Inverter | 10 | 38.8
Sequential cell | 551 | 11200
==> synth_stat cells (all sizes together), types with 5 or more instances <==
library cell  count
a211oi           18
a32oi            19
and3             20
and4             16
buf              16
clkbuf           13
dfxtp           532
edfxtp           19
inv               9
nand3            20
nand4            32
nor2              5
o21ai            35
==> how the worst max path moves through the flow <==
stage	startpoint	to	slack, ns
final	clock_count[1]	out[12]	0.85
after CTS	clock_count[1]	out[14]	0.89
after global routing	clock_count[1]	out[14]	0.68
Power is estimated from default activity; no workload was simulated.
